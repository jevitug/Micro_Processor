--- run.sh ---
#!/bin/bash
# OpenROAD 26Q1-2900-gdf79404cd8, Yosys 0.63+post, stock flow scripts
make -C /OpenROAD-flow-scripts/flow DESIGN_CONFIG=/design/flow/config.mk WORK_HOME=/design/flow/orfs finish
--- design.v ---
module LUT(
    input[4:0] addr,
    output logic[11:0] Target
    );
	 int lines_in_p1 = 150;
	 int lines_in_p1p2 = 622+21;
    always_comb
    case(addr)		    
        5'b00000:   	Target = 4; 									 
        5'b00001:	 	Target = 4 +lines_in_p1;					 
        5'b00010:	 	Target = 201 +lines_in_p1;					 
        5'b00011:	 	Target = 231 +lines_in_p1;					 
        5'b00100:   	Target = 446 +lines_in_p1; 				 
        5'b00101:	 	Target = 450 +lines_in_p1;					 
        5'b00110:	 	Target = 243 +lines_in_p1;					 
        5'b00111:	 	Target = 42 +lines_in_p1p2;				 
        5'b01000:   	Target = 56 +lines_in_p1p2; 				 
        5'b01001:	 	Target = 70 +lines_in_p1p2;				 
        5'b01010:	 	Target = 82 +lines_in_p1p2;				 
        5'b01011:	 	Target = 98 +lines_in_p1p2;				 
        5'b01100:   	Target = 130 +lines_in_p1p2;				 
        5'b01101:	 	Target = 144 +lines_in_p1p2;				 
        5'b01110:	 	Target = 158 +lines_in_p1p2;				 
        5'b01111:	 	Target = 172 +lines_in_p1p2;				 
		  5'b10000:	 	Target = 188 +lines_in_p1p2;				 
		  5'b10001:	 	Target = 22 +lines_in_p1p2;				 
        default: 	Target = 0;							 
    endcase
endmodule
--- config.mk ---
export PLATFORM = sky130hd
export DESIGN_NAME = LUT
export DESIGN_NICKNAME = LUT
export VERILOG_FILES = /design/flow/design.v
export SDC_FILE = /design/flow/constraint.sdc
export NUM_CORES = 4
export LEC_CHECK = 1
export CORE_AREA = 10 10 70 70
export DIE_AREA = 0 0 80 80
--- constraint.sdc ---
current_design LUT

set clk_period 1.7
set clk_io_pct 0.2

create_clock -name clk0 -period $clk_period

set non_clock_inputs [all_inputs -no_clocks]
set_input_delay [expr $clk_period * $clk_io_pct] -clock clk0 $non_clock_inputs
set_output_delay [expr $clk_period * $clk_io_pct] -clock clk0 [all_outputs]
==> out/qor.txt <==
Tally of OpenROAD warnings = 33
Status = completed
Max-slew violation count = 0
RSZ-0062 raised after global routing = false
Share of layout cells above drive strength 1 = 54.76%
Chip area = 0.006400 sq mm
Yosys top cell by area = buf_6
CP cell instances = buf_4 > buf_6 > nor2_4 > buf_6 > nand3_2 > buf_4 > o21ai_1 > buf_2
Post-synth cell types = 23
First-pass GRT wire length = 2.352 mm
# clk buffers = 0
Routed wire length per instance = 11.12 um
Synth top cells by count = nor2_1 (7), a21oi_1 (5), o21ai_0 (5), o21ai_1 (5), nand2_1 (4)
Die height = 80 um
FMAX = 612.7 MHz
Num rows = 21
DRT antenna net count = 0
Init Core Util = 9.744%
Flop area = 0 sq um
Most common cell in the synthesized netlist = nor2_1
# diodes = 0
Syn avg cell area = 6.051 sq um
Syn Inst Count = 55
Largest net degree at the start of global routing = 9
Post-DP HPWL = 1.029 mm
CP Class = input pin to output port
Total power = 164.1 uW
Fillers = 381
PortBufs = 15
P_leak = 0.0002991 uW
Vias in the first global route = 505
Drc violations = 0
Worst vdd rail ir drop = 0.00005977 V
Routed via count = 497
Min-delay worst type = input pin to output port
Critical Path Max Stage Delay = 180 ps
IO Count = 17
Grt total ovfl = 0
Synth warn = 1
CP Capture Type = output port
Yosys cell count = 55
Synth Cell Area = 332.8 sq um
Initial antenna violation count = 0
Fin crit period = 1632 ps
Registers = 0
Die Span X = 80 um
Setup violators final = 0
Element type at the critical path start = input pin
Seq/Total Area, Yosys = 0%
Total global routing track utilization = 4.318%
Drt total wl = 1.446 mm
Critical path arrival = 1290 ps
DRT iter0 DRCs = 7
Finished Core Util = 19.56%
YS chip area = 332.8 sq um
Critical Path RT = 1360 ps
Final period util = 96.01%
Pwr Density = 245.6 mW/mm^2
Max Cap Violations = 0
Core footprint = 0.003416 sq mm
DR vias/cell = 3.823
TritonRoute pass-1 iters = 4
Area leader share = 10.15%
Final hold viol count = 0
Main area contributors = buf_6 (10%), nor2_1 (7.9%), a21oi_1 (7.5%), o21ai_0 (7.5%), o21ai_1 (7.5%)
CP Max Fanout = 5
Slowest CP cell = nor2_4
GPL Wtd Cong = 0.6824
Area Overhead vs Synth = 100.8%
timing repair:
| item | CTS | global route |
|---|---|---|
| hold buffers | 0 | 0 |
| gates resized | 57 | 9 |
| setup endpoints to repair | 10 | 5 |
| hold endpoints to repair | 0 | 0 |
| pin swaps | 9 | 4 |
| cloned | 2 | 0 |
| buffers inserted | 5 | 0 |
logic make-up (layout without fill, tap and decap cells):
logic type	Yosys count	after routing	share of synthesized area [%]
AOI/OAI and AO/OA	22	22	40.22
xor gates and xnor gates	2	2	5.264
buffers and inverters	11	39	22.18
muxes	2	2	6.015
other	1	2	1.127
and+or+nand+nor	17	17	25.19
per-layer routing:
layer | up-vias | track usage, % | wire [um]
li1 | 243 | - | -
met1 | 237 | 5.735 | 690
met2 | 17 | 7.785 | 708
met3 | 0 | 0.3409 | 47
met4 | 0 | 0 | 0
met5 | - | 0 | 0
worst max-delay path: cells and delay by family:
family,cells,cell delay [ps]
buffers and inverters,5,650
AND-OR/OR-AND,1,70
AND/OR/NAND/NOR,2,240
final timing paths:
path | from | endpoint | slack [ps] | cells past startpoint
worst max-delay path | addr[3] | Target[5] | 70 | 8
worst min-delay path | addr[1] | Target[9] | 1130 | 4
through the flow:
step / TNS, ps / instance area, sq um / worst slack, ps / std cells / hold slack (ps)
final: 0 / 668.1 / 67.82 / 130 / 1127
after global routing: 0 / 668.1 / 3.094 / 130 / 1156
after CTS: -14.99 / 668.1 / -14.99 / 130 / 1200
after detailed placement: -5922 / 583.1 / -653.6 / 123 / 1801
after global placement: -6095 / 583.1 / -679.2 / 123 / 1803
after floorplan: 0 / 336.6 / 437.0 / 56 / 790.2
power breakdown:
part           switching (uW)  internal [uW]
sequential                  0              0
clock                       0              0
combinational            74.3           89.8
total                    74.3           89.8
placed cells by master, fill, tap and decap left out, types with 2 or more instances in the layout:
master	count
buf_4	14
buf_6	8
o21ai_1	6
dlygate4sd2_1	5
nand2_1	4
a21oi_1	4
inv_2	3
o21ai_2	3
nor2_2	3
nor2_1	3
buf_2	3
clkbuf_2	3
o22ai_1	2
nor2_4	2
nand3_2	2
xnor2_1	2
a21oi_2	2
conb_1	2
clkdlybuf4s15_1	2
layout make-up:
type | count | area [sq um] | area share (%)
multi-input combinational | 45 | 306.5 | 45.88
timing repair buffer | 35 | 289.0 | 43.26
tap | 46 | 57.56 | 8.614
inverter | 4 | 15.01 | 2.247
Power is estimated from default activity; no workload was simulated.
