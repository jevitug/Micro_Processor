**flow/run.sh**
```bash
#!/bin/bash
# OpenROAD 26Q1-2900-gdf79404cd8, Yosys 0.63+post, stock flow scripts
make -C /OpenROAD-flow-scripts/flow DESIGN_CONFIG=/design/flow/config.mk WORK_HOME=/design/flow/orfs finish
```
**flow/config.mk**
```make
export PLATFORM = sky130hd
export DESIGN_NAME = PC
export DESIGN_NICKNAME = PC
export VERILOG_FILES = /design/flow/design.v
export SDC_FILE = /design/flow/constraint.sdc
export NUM_CORES = 4
export LEC_CHECK = 1
export CORE_AREA = 10 10 90 90
export DIE_AREA = 0 0 100 100
```
**flow/constraint.sdc**
```tcl
current_design PC

set clk_period 2.9
set clk_io_pct 0.2

create_clock -name clk0 -period $clk_period [get_ports {CLK}]

set non_clock_inputs [all_inputs -no_clocks]
set_input_delay [expr $clk_period * $clk_io_pct] -clock clk0 $non_clock_inputs
set_output_delay [expr $clk_period * $clk_io_pct] -clock clk0 [all_outputs]
```
**flow/design.v**
```verilog
module PC(
	input 					init,
								branch_en,				
								CLK,
	input [11:0] 			target,
	output logic 			halt,
	output logic[ 11:0] 	PC);
	always @(posedge CLK)
	if (init && halt) begin
		halt <= 0;
	end
	else if(init) begin
		PC <= 0;
		halt <= 0;
	end
	else begin
		if(PC == 150 || PC == 622) begin
			halt <= 1;		  
			PC <= PC + 1;
		end
		else if (PC > 850)
			halt <= 1;
		else if(branch_en)
			PC <= target;
		else
			PC <= PC + 1;	      
	end
endmodule
```
==> results.yml <==
# implementation run metrics
worst_setup_path:
  r2r-end: "PC[6]"
  r2r_setup_slack_ps: 550
  crit_path_start: "PC[6]"
  r2r_cells: 5
  cp_slowest_cell: "or4b_1"
  worstSetupPathType: "reg -> reg"
  start_kind: "register"
  cp-endpoint: "PC[6]"
  worstPathArrival_ps: 2420
  max_stage_delay_ps: 570
  crit_fanout: 14
  worstPathRequired_ps: 2970
  regToRegStartpoint: "PC[6]"
  crit_chain: "or4b_1 > nor3_2 > o2111ai_2 > and2_4 > a211oi_1"
  endpoint_kind: "register"
routing:
  wl_um: 2760
  diodes: 0
  via_count: 808
  ant_nets: 0
  drt_iter0_drc: 75
  drc: 0
  drt-vias-per-instance: 3.98
  wl_per_cell_um: 13.6
  firstDrtPassIters: 4
logic_synthesis:
  edf_count: 12
  top_area_frac: 0.371
  synthArstFlopShare: 0
  synth-seq-cells: 13
  netlist_area_um2: 972
  yosys_warnings: 1
  top_cells_by_count: "edfxtp_1, inv_1, a21oi_1"
  synthFlopType: "edfxtp_1"
  ys_area_um2: 972
  yosysTopAreaCell: "edfxtp_1"
  syn_inst: 98
  synth.distinct_cells: 32
  yosysCellCount: 98
  avgSynthCellArea_um2: 9.92
  ys_seq_frac: 0.391
  topCellsByArea: "edfxtp_1, a211oi_2, a21oi_1, inv_1, xnor2_1"
finish:
  fillers: 687
  final_cell_area_mm2: 0.00137
  drive_above_1_share: 0.151
  logic_area_um2: 509
  syn_to_final_growth_pct: 40.8
  ff_latch_area_um2: 380
timing:
  rsz0062_at_grt: "false"
  fin_crit_ps: 2350
  drv_slew: 0
  skew_ps: 2.43
  tns_ps: 0
  worstMarginPinSlew_ps: 632
  finalCritPeriodShare: 0.810
  setup_viol: 0
  max_freq_mhz: 426
  slew_headroom: 0.578
  hold_viol: 0
  holdWs_ps: 590
run:
  maxCapViolCount: 0
  tool_warnings: 26
die:
  die_w_um: 100
  ioPinCount: 28
  die-area_mm2: 0.0100
  core_mm2: 0.00628
  initCoreUtil: 0.155
  dieHeight_um: 100
  rows: 29
grt:
  antenna_found_initial: 0
  grt_max_degree: 17
  track_usage: 0.0565
  grt_pass1_vias: 885
  grt_first_pass_wirelength_um: 4530
  grt_overflow: 0
clock_tree:
  clk_pin_slew_ps: 50
  cts_sinks: 13
  holdBufCountCts: 0
  clockBufferDepth: 2
  root_buffer: "clkbuf_8"
  cts_tree: "done"
  post_cts_resized: 0
  numCtsBuffers: 3
  htreeDepth: 1
  clock_latency_ps: 240
  cts_setup_buffers: 0
placed_design:
  io_buffers: 27
  place_area_mm2: 0.00132
  dp.final_hpwl_um: 2170
  gp_congestion: 0.868
power:
  power_density_mw_per_mm2: 471
  power.leakage_uw: 0.000483
  peakVddDrop_mv: 0.139
min_path:
  hp-class: "reg -> reg"
outcome:
  status: "complete, no violations"
[cell type report]
class                           count  share of cell area
Multi-Input combinational cell     67               0.372
Sequential cell                    13               0.278
Timing Repair Buffer               30               0.214
Tap cell                           77              0.0704
Clock buffer                        4              0.0329
Inverter                           12              0.0329
[worst min-delay path by stage]
stage | cells past startpoint | endpoint | start
CTS | 2 | halt | halt
global route | 2 | halt | halt
finish | 2 | halt | halt
[worst max-delay path: cells and delay by family (launching register included)]
kind	cells	cell delay (ps)
AND-OR/OR-AND	2	620
flip-flops	1	460
AND/OR/NAND/NOR	3	1100
[registers in the layout, summed over array words and instances (netlist names)]
name	count
PC	12
halt	1
[power breakdown]
group	leakage, uW	switching (uW)	internal, uW
combinational	0.000331	79.3	114
clock	0.0000228	63.8	96.9
sequential	0.000129	45.4	245
total	0.000483	189	456
[cell usage in the layout, fill, tap and decap left out, types with 2 or more instances in the layout]
master            n
nand4b_1          3
ha_1              2
nand3_1           6
a211oi_1          2
o31ai_1           2
inv_1            12
buf_4             3
a21oi_1           9
clkdlybuf4s50_1  27
nor2_1            4
edfxtp_1         12
xnor2_1           5
nand2_1           4
a211oi_2          7
xor2_1            5
clkbuf_8          3
nor4_1            3
[stage by stage]
stage,std cells,util,total power [uW],setup slack [ps]
after global placement,199,0.211,491,629
final,203,0.218,644,551
after floorplan,98,-,378,615
after global routing,203,0.218,686,393
after detailed placement,199,0.211,488,592
after CTS,203,0.218,655,574
[cell families (layout without fill, tap and decap cells)]
family / after synthesis / after routing / synth area share
AND/OR/NAND/NOR: 29 / 29 / 0.176
AND-OR/OR-AND: 25 / 25 / 0.221
buffers and inverters: 18 / 46 / 0.0849
flip-flops: 13 / 13 / 0.391
XOR/XNOR: 10 / 10 / 0.0901
adder cells (fa/ha/maj): 2 / 2 / 0.0257
multiplexers: 1 / 1 / 0.0103
[routing by layer]
metal,share of wire,track usage,up-vias
met5,0,0,-
met4,0.0069,0.00652,0
met3,0.098,0.0257,2
met2,0.41,0.0781,21
met1,0.48,0.0816,370
li1,-,-,415
Power and IR drop assume default switching activity.
