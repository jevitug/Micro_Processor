**design/flow/design.v**
```verilog
module reg_file #(parameter W=8, D=4)(		  
    input           CLK,
    write_en,
    input  [ D-1:0] 	 raddrA,
							 raddrB,
							 raddrC,
							 waddr,
    input  [ W-1:0] data_in,
    output [ W-1:0] data_outA,
    output logic [W-1:0] data_outB,
    output logic [W-1:0] data_outC,
	 output logic[7:0] data_outBranchTarget,
	 output logic[7:0] data_outLoadFunc
    );
    logic [W-1:0] registers[2**D];	   
    assign      data_outA = registers[raddrA];	 					
    always_comb data_outB = registers[raddrB];               
    always_comb data_outC = registers[raddrC];               
	 always_comb data_outBranchTarget = registers[4'b1110];
	 always_comb data_outLoadFunc = registers[4'b1111];
    always_ff @ (posedge CLK)
    if (write_en)	                              
    registers[waddr] <= data_in;
endmodule
```
**design/flow/run.sh**
```bash
#!/bin/bash
# OpenROAD 26Q1-2900-gdf79404cd8, Yosys 0.63+post, stock flow scripts
make -C /OpenROAD-flow-scripts/flow DESIGN_CONFIG=/design/flow/config.mk WORK_HOME=/design/flow/orfs finish
```
**design/flow/config.mk**
```make
export PLATFORM = sky130hd
export DESIGN_NAME = reg_file
export DESIGN_NICKNAME = reg_file
export VERILOG_FILES = /design/flow/design.v
export SDC_FILE = /design/flow/constraint.sdc
export NUM_CORES = 4
export LEC_CHECK = 1
export CORE_UTILIZATION = 30
```
**design/flow/constraint.sdc**
```tcl
current_design reg_file

set clk_period 2.0
set clk_io_pct 0.2

create_clock -name clk0 -period $clk_period [get_ports {CLK}]

set non_clock_inputs [all_inputs -no_clocks]
set_input_delay [expr $clk_period * $clk_io_pct] -clock clk0 $non_clock_inputs
set_output_delay [expr $clk_period * $clk_io_pct] -clock clk0 [all_outputs]
```
==> reports/qor.yml <==
die:
  top_level_ports: 66
  initial_utilization: 0.3079
  die_h_um: 155.1
  die_width_um: 155.1
  core_region_area_sq_um: 22850
  chipArea_sq_um: 24060
  placementRows: 55
finish:
  mostFrequentLayoutCells: "128 x sky130_fd_sc_hd__edfxtp_1, 89 x sky130_fd_sc_hd__buf_4, 80 x sky130_fd_sc_hd__mux4_2"
  flow.area_growth_from_synthesis_pct: 38.21
  reg_top3: "registers (128)"
  nFillCells: 1987
  share_of_cells_above_drive_strength_1: 0.5789
  registers.top_by_ff_count: "registers"
  finalCoreUtilization: 0.4255
  largest_reg_flops: 128
  post_layout_nonfiller_instances: 864
  mostFrequentLayoutCell: "sky130_fd_sc_hd__edfxtp_1"
pwr:
  power.share.clock: 0.416
  power_frac_comb: 0.145
  static-leakage-power_nw: 3.391
  power.share.sequential: 0.439
  total_switching_power_mw: 1.550
  power.density_cell_area_nw_per_um2: 713.7
  power_switching_share: 0.2234
  vdd.ir_drop.worst_mv: 0.6012
  p_int_mw: 5.389
placed_design:
  post-place-ws_ps: -833.9
  gp_routability_congestion: 0.8479
  placedCellCount: 791
  port-buffer-count: 65
  detailed_place_hpwl_um: 13980
detailed_routing:
  diodes: 0
  vias: 4653
  avgViaCountPerCell: 5.385
  routed_wl_um: 20160
  firstDrtPassIters: 6
  detail-route-antenna-nets: 0
  initialDrtViolationCount: 281
  drc: 0
  routed_wire_length_per_instance_um: 23.33
clock_network:
  numClockSinks: 128
  tritoncts: "built"
  clock_path_buffers: 2
  tritoncts.num_buffers: 17
  clock_transition_at_the_registers_of_the_reported_paths_ps: 50
  clock_tree.root_cell: "sky130_fd_sc_hd__clkbuf_16"
  cts-htree-levels: 4
  cts.hold.buffers_added: 0
grt:
  antenna_violations_before_repair: 0
  first_global_vias: 5247
  largest_net_degree_at_the_start_of_global_routing: 17
  grt_pass1_wl_um: 30440
  gr-usage-all-layers: 0.1870
  grt-ovfl-total: 0
critical_path:
  worstSetupEndpointType: "output port"
  path_class: "register to output port"
  cp_data_arrival_time_ps: 1870
  critical_path_required_ps: 1600
  cp_max_fo: 3
  worst_setup_path_start_kind: "register"
timing:
  timing_max_transition_violations_final: 0
  setup_viol: 24
  max_slew.worst_pin.slew_ps: 570.0
  maxSlewHeadroom: 0.6188
  period_used_share: 1.137
  timing.final.ws_setup_ps: -274.1
  rsz_0062_raised_after_global_routing: "yes"
  timing_hold_violations_final: 0
  fmax_ghz: 0.4397
  finalCriticalPeriod_ps: 2274
synth:
  synth.cellmix.adderShare: 0
  ys_cells: 361
  yosysUniqueCellTypes: 21
  yosys.stat.chipArea_sq_um: 7034
  yosys-dominant-comb-family: "multiplexers"
  post_synth_instance_area_sq_um: 7034
  netlist_instances: 361
  synth-compound-area-share: 0.05123
  ys_seq_share: 0.5464
  synth.yosys.warnings: 1
  ys_sh_mux: 0.3305
  ys_sh_xor: 0
  synth_area_per_cell_sq_um: 19.49
  ys_seq_elements: 128
  yosys.area_share.simple: 0.03842
outcome:
  result_of_the_run: "finished with violations"
  failed_checks: "setup timing"
hold_path:
  worstHoldPathType: "input port to register"
run:
  drv_cap: 0
  warnings: 27
[stage by stage]
step	setup TNS [ps]	cell area (sq um)	hold WS, ps	total power, mW
CTS	-4843	9646	929.5	6.974
detailed placement	-19050	8655	1249	3.995
finish	-4326	9722	917.4	6.939
global placement	-18500	8655	1238	3.989
floorplan	0	7034	498.9	3.517
global route	-6164	9722	979.3	7.177
[layout make-up]
cell class | instances | area (sq um) | area share
clock buffers | 21 | 440.4 | 0.04530
clock inverters | 11 | 116.4 | 0.01197
multi-input cells | 203 | 3103 | 0.3192
flip-flops and latches | 128 | 3844 | 0.3954
well taps | 313 | 391.6 | 0.04028
repair buffers | 188 | 1827 | 0.1879
[cells in the mapped netlist]
cell	number	area [sq um]
sky130_fd_sc_hd__and2_1	3	18.77
sky130_fd_sc_hd__nand3b_1	2	15.01
sky130_fd_sc_hd__or3b_2	1	8.760
sky130_fd_sc_hd__buf_2	5	25.02
sky130_fd_sc_hd__clkdlybuf4s25_2	6	60.06
sky130_fd_sc_hd__and2b_1	2	15.01
sky130_fd_sc_hd__nand2b_1	2	12.51
sky130_fd_sc_hd__clkbuf_1	2	7.510
sky130_fd_sc_hd__mux4_2	52	1171
sky130_fd_sc_hd__nor2_1	15	56.30
sky130_fd_sc_hd__nand2_1	25	93.84
sky130_fd_sc_hd__buf_1	5	18.77
sky130_fd_sc_hd__edfxtp_1	128	3844
sky130_fd_sc_hd__nor2b_1	4	25.02
sky130_fd_sc_hd__nor3_1	4	20.02
sky130_fd_sc_hd__nand3_1	1	5.000
sky130_fd_sc_hd__buf_6	9	101.4
sky130_fd_sc_hd__mux4_4	2	50.05
sky130_fd_sc_hd__buf_4	3	22.52
sky130_fd_sc_hd__mux4_1	42	1104
sky130_fd_sc_hd__a22oi_1	48	360.4
[logic make-up (layout without fill, tap and decap cells)]
kind of cell | Yosys count | after routing
buffers and inverters | 30 | 220
AND/OR/NAND/NOR | 59 | 59
flip-flops | 128 | 128
multiplexers | 96 | 96
AND-OR/OR-AND | 48 | 48
[worst paths after layout]
kind | end | cells past startpoint | startpoint
worst max-delay path | data_outC[7] | 4 | registers[3][7]
worst min-delay path | registers[11][0] | 1 | data_in[0]
[power groups by stage]
stage         registers (mW)  clock network, mW  logic, mW
CTS                     3.04               2.94      0.993
global route            3.05               3.05       1.07
finish                  3.05               2.89       1.01
[per-layer routing]
| metal | vias to the layer above | track usage | share of wire |
|---|---|---|---|
| met1 | 2290 | 0.2005 | 0.33 |
| met5 | - | 0 | 0 |
| met3 | 25 | 0.1535 | 0.17 |
| li1 | 1971 | - | - |
| met4 | 0 | 0.03112 | 0.019 |
| met2 | 367 | 0.2906 | 0.49 |
[critical path, cell delays in order (launching register included)]
cell	delay, ps
sky130_fd_sc_hd__edfxtp_1	410
sky130_fd_sc_hd__mux4_4	670
sky130_fd_sc_hd__a22oi_2	190
sky130_fd_sc_hd__nand2_1	70
sky130_fd_sc_hd__buf_2	120
[what timing repair did]
item	in CTS	in global routing
cloned	4	0
endpoints found under the setup margin	24	24
resized	184	18
setup buffers	35	2
pin swaps	52	3
Power figures rest on the tool's default switching activity, not on a simulated workload.
